### /design/flow/design.v
`timescale 1ns / 1ps
module Clock_Divider #(parameter n = 50000000)( output reg outClock, input inClock, input select);
   reg [31:0] counter;
	initial begin
		counter = 0;
		outClock = 1'b0;
	end
	always @ (posedge inClock) begin
		if(select) begin
			if (counter == (n/400) - 1) begin
				 counter = 0;
				 outClock = ~outClock;
			end
			counter = counter + 1;
		end
		else begin
			if (counter == (n/2) - 1) begin
				 counter = 0;
				 outClock = ~outClock;
			end
			counter = counter + 1;
		end
	end
endmodule
`timescale 1ns / 1ps
module SegmentCounter(output reg[1:0] counter, input clk);
initial
	counter = 2'b00;
always @ (posedge clk) begin
	counter = counter + 1;
end
endmodule
`timescale 1ns / 1ps
module Debouncer(clk, x, z);
input clk, x;
output z;
reg q1, q2, q3;
always @ (posedge clk) begin
	q1 <= x;
	q2 <= q1;
	q3 <= q2;
end	
assign z = q1&q2&q3;
endmodule
module Synchronizer(sig, clk, sig1);
input sig, clk;
output sig1;
reg sig1, metastable;
always @ (posedge clk) begin
	metastable <= sig;
	sig1 <= metastable;
end
endmodule
module RED(level, rst, clk, tick);
input level, clk, rst;
output tick;
reg [1:0] state, nextState;
parameter[1:0] zero = 2'b00 , edg =2'b01 , one=2'b10;
always @ (level or state) begin
	case (state)
	zero: 
		if (level) 
			nextState = edg;
		else 
			nextState = zero;
	edg:
		if (level) 
			nextState = one;
		else 
			nextState = zero;
	one: 
		if (level) 
			nextState = one;
		else 
			nextState = zero;
	default:
		nextState = zero;
	endcase
end
always @ (posedge clk, posedge rst) begin
	if(rst) 
		state <= zero;
	else 
		state <= nextState;
end
assign tick = (state == edg);
endmodule
`timescale 1ns / 1ps
module TransmitNums( input clk, 
							input rst, 
							input uBut1, 
							input decBut1, 
							input uBut2, 
							input decBut2,
							input transmit_en,
							output reg[6:0] disp, 
							output reg[3:0] segmentCount,
							output serial1,
							output serial2,
							output reg point
							);
	wire syncUnit1, syncUnit2, syncDecimal1, syncDecimal2, divClk;
	wire debU1, debU2, debDec1, debDec2;
	wire[6:0] reg_u_disp1, reg_u_disp2, reg_dec_disp1, reg_dec_disp2;
	wire[1:0] segC;
	wire[7:0] firstNum, secNum;
	wire active1, done1, active2, done2;
	reg[3:0] unitCounter1, decimalCounter1, unitCounter2, decimalCounter2;
	reg[7:0] data1, data2;
	initial begin
		data1 <= 0;
		data2 <= 0;
	end
	Clock_Divider dividedClock (divClk, clk, 1);
	SegmentCounter segCounter  (segC, divClk);
	Debouncer debouncer1(divClk, uBut1, debU1);
	Debouncer debouncer2(divClk, uBut2, debU2);
	Debouncer debouncer3(divClk, decBut1, debDec1);
	Debouncer debouncer4(divClk, decBut2, debDec2);
	Synchronizer Sync1 (debU1, clk, syncUnit1);
	Synchronizer Sync2 (debU2, clk, syncUnit2);
	Synchronizer Sync3 (debDec1, clk, syncDecimal1);
	Synchronizer Sync4 (debDec2, clk, syncDecimal2);
	RED RED1 (syncUnit1, rst, divClk, unit1);
	RED RED2 (syncUnit2, rst, divClk, unit2);
	RED RED3 (syncDecimal1, rst, divClk, decimal1);
	RED RED4 (syncDecimal2, rst, divClk, decimal2);
	Transmitter transmitter1(
   clk,
   transmit_en,  
   data1, 	 
   active1,  
   serial1,  
   done1	 
   );
	Transmitter transmitter2(
   clk,
   transmit_en,  
   data2, 	 
   active2,  
   serial2,  
   done2	 
   );
	always @(posedge divClk, posedge rst) begin 
		if(rst) begin
			unitCounter1 <= 4'b0000;
			unitCounter2 <= 4'b0000;
			decimalCounter1 <= 4'b0000;
			decimalCounter2 <= 4'b0000;
		end
		else begin
			if(unit1) begin
				if(unitCounter1 == 4'b1001)
					unitCounter1 <= 4'b0000;
				else
					unitCounter1 <= unitCounter1 +1;
			end
			else 
				unitCounter1 <= unitCounter1;
			if(unit2) begin
				if(unitCounter2 == 4'b1001)
					unitCounter2 <= 4'b0000;
				else
					unitCounter2 <= unitCounter2 +1;
			end
			else 
				unitCounter2 <= unitCounter2;
			if(decimal1) begin
				if(decimalCounter1 == 4'b1001)
					decimalCounter1 <= 4'b0000;
				else
					decimalCounter1 <= decimalCounter1 +1;
			end
			else 
				decimalCounter1 <= decimalCounter1;
			if(decimal2) begin
				if(decimalCounter2 == 4'b1001)
					decimalCounter2 <= 4'b0000;
				else
					decimalCounter2 <= decimalCounter2 +1;
			end
			else 
				decimalCounter2 <= decimalCounter2;
		end
	end
	bcdSevenSegment segment1 (divClk, unitCounter1, 1'b1, reg_u_disp1);
	bcdSevenSegment segment2 (divClk, unitCounter2, 1'b1, reg_u_disp2); 
	bcdSevenSegment segment3 (divClk, decimalCounter1, 1'b1, reg_dec_disp1);
	bcdSevenSegment segment4 (divClk, decimalCounter2, 1'b1, reg_dec_disp2);
	always @(posedge divClk) begin
		case(segC)
		2'b00: begin 
			segmentCount = 4'b0111;
			disp = reg_u_disp2; 
			point = 1;
		end
		2'b01: begin 
			segmentCount = 4'b1011;
			disp = reg_dec_disp2; 
			point = 1;
		end 
		2'b10: begin 
			segmentCount = 4'b1101;
			disp = reg_u_disp1;
			point = 0;
		end
		2'b11: begin 
			segmentCount = 4'b1110;
			disp = reg_dec_disp1;  
			point = 1;
		end
		endcase
	end
	assign firstNum = decimalCounter1 * 10 + unitCounter1;
	assign secNum = decimalCounter2 * 10 + unitCounter2;
	always @ (posedge divClk) begin
	if(rst) begin
			data1 <= 0;
			data2 <= 0;
	end
	else begin
		data1 <= firstNum;
		data2 <= secNum;
	end
	end
endmodule
`timescale 1ns / 1ps
module Transmitter
  #(parameter CLKS_PER_BIT = 87)
  (
   input       i_Clock,
   input       i_Tx_DV,		 
   input [7:0] i_Tx_Byte, 	 
   output      o_Tx_Active,  
   output reg  o_Tx_Serial,  
   output      o_Tx_Done	 
   );
  parameter s_IDLE         = 3'b000;
  parameter s_TX_START_BIT = 3'b001;
  parameter s_TX_DATA_BITS = 3'b010;
  parameter s_TX_STOP_BIT  = 3'b011;
  parameter s_CLEANUP      = 3'b100;
  reg [2:0]    r_SM_Main     = 0;  
  reg [7:0]    r_Clock_Count = 0; 
  reg [2:0]    r_Bit_Index   = 0; 
  reg [7:0]    r_Tx_Data     = 0;  
  reg          r_Tx_Done     = 0;  
  reg          r_Tx_Active   = 0;  
  always @(posedge i_Clock)
    begin
      case (r_SM_Main)
        s_IDLE :
          begin
            o_Tx_Serial   <= 1'b1;          
            r_Tx_Done     <= 1'b0;			  
            r_Clock_Count <= 0;				  
            r_Bit_Index   <= 0;				  
            if (i_Tx_DV == 1'b1)
              begin
                r_Tx_Active <= 1'b1;
                r_Tx_Data   <= i_Tx_Byte;
                r_SM_Main   <= s_TX_START_BIT;  
              end
            else
              r_SM_Main <= s_IDLE;  
          end  
        s_TX_START_BIT :
          begin
            o_Tx_Serial <= 1'b0;
            if (r_Clock_Count < CLKS_PER_BIT-1)
              begin
                r_Clock_Count <= r_Clock_Count + 1;
                r_SM_Main     <= s_TX_START_BIT;
              end
            else
              begin
                r_Clock_Count <= 0;
                r_SM_Main     <= s_TX_DATA_BITS;
              end
          end  
        s_TX_DATA_BITS :
          begin
            o_Tx_Serial <= r_Tx_Data[r_Bit_Index];  
            if (r_Clock_Count < CLKS_PER_BIT-1)
              begin
                r_Clock_Count <= r_Clock_Count + 1;
                r_SM_Main     <= s_TX_DATA_BITS;
              end
            else
              begin
                r_Clock_Count <= 0;
                if (r_Bit_Index < 7)
                  begin
                    r_Bit_Index <= r_Bit_Index + 1;
                    r_SM_Main   <= s_TX_DATA_BITS;
                  end
                else
                  begin
                    r_Bit_Index <= 0;
                    r_SM_Main   <= s_TX_STOP_BIT;
                  end
              end
          end  
        s_TX_STOP_BIT :
          begin
            o_Tx_Serial <= 1'b1;
            if (r_Clock_Count < CLKS_PER_BIT-1)
              begin
                r_Clock_Count <= r_Clock_Count + 1;
                r_SM_Main     <= s_TX_STOP_BIT;
              end
            else
              begin
                r_Tx_Done     <= 1'b1;
                r_Clock_Count <= 0;
                r_SM_Main     <= s_CLEANUP;
                r_Tx_Active   <= 1'b0;
              end
          end  
        s_CLEANUP :
          begin
            r_Tx_Done <= 1'b1;
            r_SM_Main <= s_IDLE;
          end
        default :
          r_SM_Main <= s_IDLE;
      endcase
    end
  assign o_Tx_Active = r_Tx_Active;
  assign o_Tx_Done   = r_Tx_Done;
endmodule
`timescale 1ns / 1ps
module bcdSevenSegment (input clk, input[3:0] in, input en, output reg [6:0] Y);
always @(posedge clk) begin
	if (en) begin
		case ( in )                   
		4'b0000:  Y = 7'b0000001;
		4'b0001:  Y = 7'b1001111;
		4'b0010:  Y = 7'b0010010;
		4'b0011:  Y = 7'b0000110;
		4'b0100:  Y = 7'b1001100;
		4'b0101:  Y = 7'b0100100;
		4'b0110:  Y = 7'b0100000;
		4'b0111:  Y = 7'b0001111;
		4'b1000:  Y = 7'b0000000;
		4'b1001:  Y = 7'b0000100;
		4'b1010:  Y = 7'b1111110;		 
		4'b1011:  Y = 7'b1111110;
		default:
			Y = 7'b0110000;				 
		endcase
	end
	else
		Y = 7'b0110000;
end
endmodule
### /design/flow/config.mk
export PLATFORM = sky130hd
export DESIGN_NAME = TransmitNums
export DESIGN_NICKNAME = TransmitNums
export VERILOG_FILES = /design/flow/design.v
export SDC_FILE = /design/flow/constraint.sdc
export NUM_CORES = 4
export LEC_CHECK = 1
export CORE_UTILIZATION = 40
### /design/flow/run.sh
#!/bin/bash
# OpenROAD 26Q1-2900-gdf79404cd8, Yosys 0.63+post, stock flow scripts
make -C /OpenROAD-flow-scripts/flow DESIGN_CONFIG=/design/flow/config.mk WORK_HOME=/design/flow/orfs finish
### /design/flow/constraint.sdc
current_design TransmitNums

set clk_period 8.5
set clk_io_pct 0.2

create_clock -name clk0 -period $clk_period [get_ports {clk}]

set non_clock_inputs [all_inputs -no_clocks]
set_input_delay [expr $clk_period * $clk_io_pct] -clock clk0 $non_clock_inputs
set_output_delay [expr $clk_period * $clk_io_pct] -clock clk0 [all_outputs]
==> Slide: Implementation Results <==
Key Metrics from the Run

Outcome
  – Status: complete, no violations

Critical path
  – CP required: 6.80 ns
  – Critical path depth: 1
  – Crit path launch type: register
  – RR Endpoint: dividedClock.counter[22]$_DFF_P_
  – Slowest-stage cell, CP: clkdlybuf4s50_1
  – Worst Path Buf+Inv: 1
  – CP max stage delay: approximately 0.45 ns
  – Critical path origin: transmitter2.o_Tx_Serial$_DFFE_PP_
  – Reg2Reg Depth: 9
  – R2R Setup Slk: 5.93 ns
  – Crit Reg-Reg Startpoint: dividedClock.counter[10]$_DFF_P_
  – CP max FO: 1
  – Worst Setup End Kind: output pin
  – WS Path Type: reg -> out
  – Worst Setup EP: serial2
  – Crit-path cells: clkdlybuf4s50_1
  – Data arrival time of the critical path: 1.11 ns
  – CP top delay family: buffers and inverters

Drt
  – Initial DRC count: 324
  – Vias per cell: 4.96
  – Post-DR wirelength/cell: 12.5 um
  – Post-route DRC: 0
  – Remaining antenna violation count after routing: 0
  – Vias post-DR: 4,688
  – Antenna diodes: 0
  – DR pass1 iterations: 7
  – Drt total wl: 11,800 um

STA
  – Fin crit period: 2.81 ns
  – Final setup skew: 0.00949 ns
  – RSZ-0062 raised after global routing: no
  – F_max: ~360 MHz
  – Worst Max-Slew Pin Slew: 0.733 ns
  – Setup slack after layout: roughly 5.7 ns
  – Count of unclocked register or latch pins: 93
  – Endpoints left unconstrained: 125
  – Hold_ws: 0.327 ns
  – Slew HR: 0.511
  – Setup tns final: 0 ns
  – Cycle use final: 0.331
  – Max-slew violation total from the final report: 0
  – Final Hold Fails: 0
  – Final setup violation count: 0

Synth
  – Post-Syn Area: between 7000 and 8000 sq um
  – Cell Type Count: 56
  – Area reported by Yosys stat: 7470 sq um
  – Register area share after synthesis: 0.554
  – Synth async-reset ratio: 0.133
  – Top area cell types: dfxtp_1, edfxtp_1, dfrtp_1
  – Syn Inst Count: 697
  – Average cell area after synthesis: 10.7 sq um
  – Area leader share: 0.308
  – Number of enable flip-flop cells: 41
  – Syn. warnings: 13
  – Synth Register Bits: 180
  – Main flop type: dfxtp_1
  – Ys cells: between 600 and 700
  – Post-synth top area cell: dfxtp_1

Floorplan
  – # rows: around 49
  – Die Height: 139 um
  – Top-Level Pins: 21
  – Full die area: 19,200 sq um
  – Core area: about 18,000 sq um
  – Fp util: 0.412
  – Die W: 139 um

Finish
  – Top cell excl fill/tap: dfxtp_1
  – Layout area overhead: 9.51%
  – Most frequent cells in the layout: dfxtp_1, nor2_1, nand2_1
  – Post-route cell area: 8180 sq um
  – Layout cells sized above 1: 0.0503
  – Fillcell total: 1,649
  – Final Non-Filler Cells: 945

Power and ir drop
  – Leak Pwr: 0.00333 uW
  – Pwr/cell area: 146 nW/um^2
  – Peak supply drop: just under 0.1 mV

Clock network
  – Clock root buffer: clkbuf_16
  – Deepest level of the CTS H-tree: 3
  – Number of buffers created by CTS: 9
  – Cts hold-fix bufs: 0
  – Clk slew on worst S/H paths: 0.07 ns
  – Setup Fix Bufs, Post-CTS: 0
  – Latency at later pin: 0.34 ns
  – CTS tree: built
  – Post-cts resize count: 0
  – Clk buf depth: 2

GRT
  – Initial antenna violation count: 0
  – First-pass GRT wire length: 21,000 um
  – Tot GR Track Use: 0.136
  – Vias in the first global route: between 4,000 and 5,000
  – Overflow left after global routing: 0
  – Pin count of the biggest net entering global routing: 95

Placed design
  – Post-DP Area: 7880 sq um
  – Setup WS pre-CTS: ~5.4 ns
  – RePlAce Congestion: about 0.83
  – Placed insts: 929
  – DP Wirelength: 8360 um
  – I/O Buffers: 20

Flow run
  – Tool Warnings: 40
  – MaxCap Viol Count: 0

Hold path
  – Min-delay worst type: reg -> reg
-- area by class of cell --
cell class,instances,area (sq um),area share
clock buffers,9,225,0.0275
clock inverters,7,77.6,0.00948
inverters,47,176,0.0216
multi-input cells,450,3060,0.373
flip-flops and latches,180,4140,0.506
well taps,229,287,0.0350
repair buffers,23,223,0.0272
-- Yosys cell counts, types with 13 or more instances --
cell / instances
nor2_1: 70
o22ai_1: 13
nand2_1: 55
a21oi_1: 21
xnor2_1: 28
o21ai_0: 38
nand3_1: 22
dfrtp_1: 20
inv_1: 47
and3_1: 14
edfxtp_1: 41
clkbuf_1: 15
dfxtp_1: 115
xor2_1: 20
ha_1: 39
-- kinds of logic after synthesis --
logic type                 after synthesis  share of synthesized area
AOI/OAI and AO/OA                      115                     0.0963
buffers and inverters                   68                     0.0377
DFF                                    180                      0.554
muxes                                   14                     0.0254
adders and majority gates               43                     0.0760
other                                    1                   0.000502
xor gates and xnor gates                48                     0.0563
and+or+nand+nor                        228                      0.154
-- routing by layer --
layer | track usage | share of wire
met1 | 0.227 | 0.53
met3 | 0.0246 | 0.033
met5 | 0 | 0
met4 | 0.0140 | 0.012
met2 | 0.200 | 0.43
-- through the flow --
stage / utilization / total power [uW]
after global routing: 0.451 / 1270
after CTS: 0.451 / 1210
after detailed placement: 0.434 / 805
after floorplan: - / 757
final: 0.451 / 1200
after global placement: 0.434 / 797
-- sequential cells by signal, summed over array words and instances, names as in the netlist, 3 cells and up --
| signal | count |
|---|---|
| data1 | 8 |
| data2 | 8 |
| decimalCounter1 | 4 |
| decimalCounter2 | 4 |
| disp | 7 |
| dividedClock.counter | 32 |
| segment1.Y | 7 |
| segment2.Y | 7 |
| segment3.Y | 7 |
| segment4.Y | 7 |
| segmentCount | 4 |
| transmitter1.r_Bit_Index | 3 |
| transmitter1.r_Clock_Count | 8 |
| transmitter1.r_SM_Main | 3 |
| transmitter1.r_Tx_Data | 8 |
| transmitter2.r_Bit_Index | 3 |
| transmitter2.r_Clock_Count | 8 |
| transmitter2.r_SM_Main | 3 |
| transmitter2.r_Tx_Data | 8 |
| unitCounter1 | 4 |
| unitCounter2 | 4 |
-- worst min path at each step --
stage | slack [ns] | start | depth (start not counted) | endpoint
global route | 0.34 | Sync4.metastable$_DFF_P_ | 0 | Sync4.sig1$_DFF_P_
CTS | 0.33 | Sync2.metastable$_DFF_P_ | 0 | Sync2.sig1$_DFF_P_
finish | 0.33 | Sync2.metastable$_DFF_P_ | 0 | Sync2.sig1$_DFF_P_
-- where the power goes --
group,internal [uW],total [uW],switching [uW]
logic,98.8,192,93.3
registers,533,604,71.1
clock network,231,400,169
Power and IR drop assume default switching activity.
