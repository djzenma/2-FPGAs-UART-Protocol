### flow/design.v
`timescale 1ns / 1ps
module FA (input a, input b, input cin, output s, output cout);
assign s = (a^b)^(cin);
assign cout =( (a^b) & cin ) | ( a&b );
endmodule
`timescale 1ns / 1ps
module Substractor(
	input[7:0] A,
	input[7:0] B,
	output[7:0] result,
	output[3:0] negative);
wire cout1, cout2, cout3, cout4, cout5, cout6, cout7;
wire[7:0] res;
FA fa1 (A[0], ~B[0], 1, res[0], cout1);
FA fa2 (A[1], ~B[1], cout1, res[1], cout2);
FA fa3 (A[2], ~B[2], cout2, res[2], cout3);
FA fa4 (A[3], ~B[3], cout3, res[3], cout4);
FA fa5 (A[4], ~B[4], cout4, res[4], cout5);
FA fa6 (A[5], ~B[5], cout5, res[5], cout6);
FA fa7 (A[6], ~B[6], cout6, res[6], cout7);
FA fa8 (A[7], ~B[7], cout7, res[7], cout8);
assign negative = (B > A) ? 4'b1010 : 0;
assign result = (B > A) ? (~res+1) : (res);
endmodule
### flow/run.sh
#!/bin/bash
# OpenROAD 26Q1-2900-gdf79404cd8, Yosys 0.63+post, stock flow scripts
make -C /OpenROAD-flow-scripts/flow DESIGN_CONFIG=/design/flow/config.mk WORK_HOME=/design/flow/orfs finish
### flow/config.mk
export PLATFORM = sky130hd
export DESIGN_NAME = Substractor
export DESIGN_NICKNAME = Substractor
export VERILOG_FILES = /design/flow/design.v
export SDC_FILE = /design/flow/constraint.sdc
export NUM_CORES = 4
export LEC_CHECK = 1
export CORE_AREA = 10 10 76 76
export DIE_AREA = 0 0 86 86
### flow/constraint.sdc
current_design Substractor

set clk_period 4.7
set clk_io_pct 0.2

create_clock -name clk0 -period $clk_period

set non_clock_inputs [all_inputs -no_clocks]
set_input_delay [expr $clk_period * $clk_io_pct] -clock clk0 $non_clock_inputs
set_output_delay [expr $clk_period * $clk_io_pct] -clock clk0 [all_outputs]
==> run notes <==
Reports from this run.

- The type recorded for the worst min-delay path is primary input to primary output.
- The number of warning messages in the logs reads 35.
- The highest clock rate this design can be run at is roughly 0.21 GHz.
- The part of the total power dissipated in the clock network reads 0%.
- The met3 wire length reads 72 um.
- The filler cell count in the final layout reads between 400 and 500.
- The number of ports placed on the die boundary is 28.
- The floorplan step set the die height to 86 um.
- The final weighted congestion in routability-driven placement is between 0.8 and 0.9.
- The number of endpoints with negative hold slack in the final report reads 0.
- In this run the remaining antenna-violating nets after routing total 0.
- The post-layout minimum cycle time is 4.73 ns.
- The residual DRC count is 0.
- The iteration count of the initial detailed-routing pass is 2.
- The worst setup path is launched from a primary input.
- The post-synth area from yosys stat reads between 600 and 700 sq um.
- The flow ran to the end, but the final reports show violations.
- After floorplanning, the core was sized to cover a little over 0.004 sq mm.
- Summed over all nets, wire length on met2 after detailed routing comes to slightly below 900 um.
- The ratio of cells with drive above 1 in the final layout is between 30% and 40%.
- The number of standard-cell rows in the floorplan is 23.
- Each instance of the synthesized netlist takes up on average roughly 8.5 sq um.
- The finished layout reports a core utilization of 25.4%.
- The count of pins over their slew limit is 0.
- The switching power of the nets is 62.0 uW.
- The critical path data arrival time is about 3.8 ns.
- The checks that failed: negative setup slack.
- The multi-input combinational cells in the finished layout cover a total of approximately 590 sq um.
- The floorplan core density is between 10% and 20%.
- The switching share of total power is roughly two fifths.
- The area growth from synthesis to layout reads 63.3%.
- The number of antenna violations at the first check in global routing is 0.
- The distinct cell type count after synthesis reads 25.
- The number of global-route vias before repair reads 652.
- The hold buffer count at cts reads 0.
- The final setup violation count reads 1.
- The internal portion of total power is just under 100 uW.
- The average vias per placed instance is 3.72.
- The total power consumption of the routed design reads about 160 uW.
- The starting DRC count in detailed routing is 15.
- The tightest hold margin reads 2.55 ns.
- The count of warnings emitted by yosys reads 2.
- The sequential area share after synthesis is 0%.
- The sequential cell area in the final layout is 0 sq um.
- The first-pass GRT wire length is about 2.7 mm.
- The total overflow left after global routing is 0.
- The portion of the clock cycle consumed by the worst path in the final layout is 101%.
- The total number of vias is 588.
- The area fraction of the dominant cell type after synthesis reads between 10% and 20%.
- Looking at the VDD voltage map, the peak drop is 0.0282 mV.
- The critical path endpoint has a required time of roughly 3.8 ns.
- The final routed wirelength across all metal layers is 1.66 mm.
- The static leakage power reads around 0.48 nW.
- Counting instances in the post-synthesis netlist gives the leading cell types as inv_1, ha_1, fa_1, nand2_1.
- Synthesis produced around 75 cells.
- The summed instance area of the synthesized netlist reads approximately 640 sq um.
- The antenna diode instance count is 0.
- The total power density per cell area reads between 150 and 200 mW/mm^2.
- After synthesis, the cell types taking the most area are ha_1, fa_1, inv_1.
- The maximum number of pins on one net before global-route repair is 8.
- The maximum fanout encountered on the critical timing path reads 2.
- The layout has 0 clock buffers.
- The cell count in the Yosys report reads 75.
- The least setup slack across all paths after layout is -0.0290 ns.
- Setup repair after global routing could not meet its margin everywhere.
- The library cell occupying the most area in the post-synthesis netlist reads ha_1.
- The routed metal-1 wire length reads between 600 and 700 um.
- The number of flip-flops and latches is 0.
- The uppermost layer routed is met3.
- The launching instance or port of the critical path is B[0].
- The post-detailed-placement half-perimeter wirelength reads ~1.6 mm.
- The worst setup path endpoint is result[7].
- The global router's overall resource usage is roughly 4.3%.
- The floorplan step defined a die boundary enclosing around 0.0074 sq mm.
- In this run, flip-flops and latches consume 0% of the power.
- The type of destination of the critical path reads a primary output.
- The run reported a max-capacitance violation count of 0.
- The most numerous cell in the Yosys netlist is inv_1.
- The path type of the worst setup path is primary input to primary output.
- Looking at the power breakdown, combinational cells take around 100% of the total.
- The mean routed wirelength per cell reads ~10 um.
- In this run the tool buffered the top-level ports with 26 buffer cells.
- The width of the die is 86 um.
==> what timing repair did <==
item                                    in CTS  in global routing
resized                                     36                  6
setup buffers                                1                  0
pin swaps                                   12                  8
gates cloned                                 0                  0
endpoints found under the setup margin       4                  3
==> worst max-delay path: stages <==
cell and delay [ns]:
buf_6 0.10, ha_4 0.14, inv_2 0.05, fa_2 0.18, inv_2 0.04, fa_2 0.34, inv_2 0.06, fa_2 0.20
inv_2 0.04, fa_2 0.33, fa_2 0.34, fa_1 0.47, a311oi_2 0.21, nand2_1 0.09, xnor2_1 0.14, buf_2 0.12
==> area by class of cell <==
| type | count | share of cell area [%] |
|---|---|---|
| multi-input cells | 54 | 56.7 |
| repair buffers | 35 | 30.3 |
| well taps | 50 | 5.98 |
| inverters | 19 | 7.06 |
==> power by group through the flow <==
| stage | sequential, mW | clock (mW) | combinational, mW |
|---|---|---|---|
| CTS | 0 | 0 | 0.160 |
| global route | 0 | 0 | 0.179 |
| finish | 0 | 0 | 0.159 |
==> cell families (layout without fill, tap and decap cells) <==
logic type / count (synthesis) / after routing / synth area share (%)
adders and majority gates: 16 / 16 / 38.3
and+or+nand+nor: 16 / 16 / 16.8
muxes: 1 / 1 / 1.76
AOI/OAI and AO/OA: 12 / 12 / 18.4
xor gates and xnor gates: 7 / 7 / 9.57
buffers and inverters: 22 / 54 / 14.6
other: 1 / 2 / 0.585
==> how the worst min path moves through the flow <==
stage,from,endpoint,depth (start not counted)
after CTS,B[0],result[0],4
after global routing,B[0],result[0],4
final,B[0],result[0],4
==> routing by layer <==
metal  track usage [%]  vias to the layer above
met5                 0                        -
met4                 0                        0
met3             0.667                        0
met2              8.52                       11
met1              5.01                      262
li1                  -                      315
==> cell usage in the layout, fill, tap and decap left out, types with 3 or more instances in the layout <==
| cell | Yosys | layout |
|---|---|---|
| clkdlybuf4s50_1 | 0 | 18 |
| inv_2 | 0 | 6 |
| xor2_1 | 4 | 4 |
| inv_1 | 19 | 12 |
| fa_2 | 0 | 5 |
| nand2_1 | 6 | 6 |
| ha_1 | 10 | 9 |
| xnor2_1 | 3 | 3 |
| buf_4 | 3 | 9 |
==> through the flow <==
step / TNS [ns] / worst slack [ns] / instances / instance area, sq um
2_1_floorplan: 0 / 0.161 / 76 / 644
3_3_place_gp: -2.54 / -1.02 / 157 / 1000
3_5_place_dp: -2.61 / -1.05 / 157 / 1000
4_1_cts: -0.351 / -0.297 / 158 / 1030
5_1_grt: -0.190 / -0.190 / 158 / 1050
6_report: -0.0290 / -0.0290 / 158 / 1050
Power and IR drop assume default switching activity.
