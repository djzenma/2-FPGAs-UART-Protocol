--- design/flow/constraint.sdc ---
current_design Multiply

set clk_period 11.8
set clk_io_pct 0.2

create_clock -name clk0 -period $clk_period

set non_clock_inputs [all_inputs -no_clocks]
set_input_delay [expr $clk_period * $clk_io_pct] -clock clk0 $non_clock_inputs
set_output_delay [expr $clk_period * $clk_io_pct] -clock clk0 [all_outputs]
--- design/flow/run.sh ---
#!/bin/bash
# OpenROAD 26Q1-2900-gdf79404cd8, Yosys 0.63+post, stock flow scripts
make -C /OpenROAD-flow-scripts/flow DESIGN_CONFIG=/design/flow/config.mk WORK_HOME=/design/flow/orfs finish
--- design/flow/config.mk ---
export PLATFORM = sky130hd
export DESIGN_NAME = Multiply
export DESIGN_NICKNAME = Multiply
export VERILOG_FILES = /design/flow/design.v
export SDC_FILE = /design/flow/constraint.sdc
export NUM_CORES = 4
export LEC_CHECK = 1
export CORE_UTILIZATION = 30
--- design/flow/design.v ---
`timescale 1ns / 1ps
module Multiply(a,b,result);
input [7:0] a;
input [7:0] b;
output [15:0] result;
wire [15:0] a1,a2,a3,a4,a5,a6,a7,a8;
assign a1=(b[0]==1'b1) ? {8'b00000000 ,a } : 16'b0000000000000000;
assign a2=(b[1]==1'b1) ? {7'b0000000 , a , 1'b0} : 16'b0000000000000000;
assign a3=(b[2]==1'b1) ? {6'b000000 , a , 2'b00} : 16'b0000000000000000;
assign a4=(b[3]==1'b1) ? {5'b00000 , a , 3'b000} : 16'b0000000000000000;
assign a5=(b[4]==1'b1) ? {4'b0000 , a , 4'b0000} : 16'b0000000000000000;
assign a6=(b[5]==1'b1) ? {3'b000 , a , 5'b00000} : 16'b0000000000000000;
assign a7=(b[6]==1'b1) ? {2'b00 , a , 6'b000000} : 16'b0000000000000000;
assign a8=(b[7]==1'b1) ? {1'b0 , a , 7'b0000000} : 16'b0000000000000000;
assign result = a1+a2+a3+a4+a5+a6+a7+a8;
endmodule
==> results.py <==
# Flow results
metrics = {
    "power_and_ir_drop": {
        "power_frac_comb_pct": 100.0,
        "internal_power_w": 0.0001828,
        "power_density_nw_per_um2": 134.9,
        "swShare_pct": 42.46,
        "power_frac_clock_pct": 0,
        "p_leak_nw": 1.192,
        "p_switching_w": 0.0001349,
        "p_total_w": 0.0003176,
        "vdd_ir_drop_max_mv": 0.1310,
        "power.share.sequential_pct": 0,
    },
    "sta": {
        "tightest_slew_ns": 0.2939,
        "setup_viol": 0,
        "slew_viol_final": 0,
        "rsz0062_at_grt": "no",
        "setup_tns_ns": 0,
        "hold_viol": 0,
        "fmax_ghz": 0.1046,
        "post-route-period-util_pct": 81.03,
        "fin_crit_ns": 9.561,
        "max-slew-margin-rel_pct": 80.35,
    },
    "synth": {
        "synthDominantCellAreaShare_pct": 39.20,
        "yosysSeqAreaShare_pct": 0,
        "synthCells": 209,
        "syn-cell-area_um2": 1941,
        "synth_cell_types": 26,
        "synth_top_cell_by_count": "and2_1",
        "area_leaders": "fa_1, ha_1, and2_1, inv_1, nand2_1",
        "yosysChipArea_um2": 1941,
        "top_area_cell": "fa_1",
        "ys_cells": 209,
        "yosysWarnings": 0,
        "syn-mean-instance-area_um2": 9.285,
        "common_cells": "and2_1, fa_1, inv_1",
    },
    "die": {
        "chipArea_um2": 6795,
        "die_x_um": 82.43,
        "num_rows": 28,
        "die-height_um": 82.43,
        "fp_util_pct": 31.83,
        "io_pins": 32,
        "core-area_um2": 6096,
    },
    "setup_path": {
        "endpoint_kind": "primary output",
        "critical_path_required_ns": 9.44,
        "worst_path_max_delay_cell": "clkdlybuf4s50_1",
        "cp_cell_sequence": "clkdlybuf4s50_1 -> and2_1 -> fa_1 -> inv_1 -> fa_1 -> inv_1 -> fa_1 -> inv_1 -> fa_1 -> inv_1 -> ha_1 -> and3_2 -> a211oi_2 -> nand2b_2 -> a31oi_2 -> xnor2_1 -> clkdlybuf4s50_1",
        "critical_path_class": "primary input to primary output",
        "slowest_delay_ns": 0.53,
        "crit_fanout": 8,
        "critPathArrivalTime_ns": 7.20,
        "crit_path_start_kind": "primary input",
    },
    "route": {
        "avgViaCountPerCell": 4.636,
        "num_vias": 1465,
        "ant_nets": 0,
        "first_pass_iters": 4,
        "wire_per_inst_um": 11.28,
        "first_iter_violations": 50,
        "wirelength_um": 3566,
        "diodes": 0,
        "drc": 0,
    },
    "global_routing": {
        "track_usage_pct": 12.67,
        "grt_max_degree": 9,
        "grt-ovfl-total": 0,
        "grt_pass1_wl_um": 6568,
        "grt_pass1_vias": 1469,
        "antenna_found_initial": 0,
    },
    "min_path": {
        "holdPathEnd": "result[0]",
        "min_path_type": "primary input to primary output",
        "min_path_cells": 3,
        "worst_hold_startpoint": "a[0]",
    },
    "finish": {
        "final.fill_count": 625,
        "nClkBuffers": 0,
        "area_growth_pct": 21.34,
        "seq_cells": 0,
        "seq_area_um2": 0,
        "drive_above_1_share_pct": 3.734,
    },
    "placement": {
        "dpl.hpwl_um": 3093,
        "port_buffers": 32,
        "place_congestion": 0.8341,
    },
    "clock_tree": {
        "hold_buffers": 0,
        "cts_setup_buffers": 0,
        "cts_resized": 0,
    },
    "job": {
        "tool_warnings": 32,
        "drv_cap": 0,
    },
    "run_status": {
        "outcome": "finished clean",
    },
}
## power by group through the flow
| stage | logic [W] | registers (W) | clock network (W) |
|---|---|---|---|
| 4_1_cts | 0.000325 | 0 | 0 |
| 5_1_grt | 0.000371 | 0 | 0 |
| 6_report | 0.000318 | 0 | 0 |
## per-stage QoR
step                instances  util [%]  area, um2  setup slack [ns]  hold slack (ns)
floorplan                 209         -       1941             3.494            4.792
global placement          316     38.63       2355             2.264            5.847
detailed placement        316     38.63       2355             2.240            5.842
CTS                       316     38.63       2355             2.225            5.846
global route              316     38.63       2355             1.997            5.900
finish                    316     38.63       2355             2.239            5.841
## worst max-delay path by stage
stage / cells past startpoint / slack, ns / to / from
after CTS: 17 / 2.23 / result[14] / a[7]
after global routing: 17 / 2.00 / result[14] / a[7]
final: 17 / 2.24 / result[14] / a[7]
## cells in the final DEF, fill, tap and decap left out, types with 3 or more instances in the layout
cell and count:
fa_1 38, nand2_1 20, xor2_1 4, xnor2_1 6, and2_1 47, clkdlybuf4s50_1 32, inv_1 35, a21oi_1 5
o21ai_0 3, ha_1 31
## area by class of cell
type	count	area [um2]	share of cell area, %
tap	75	93.84	3.985
timing repair buffer	32	320.3	13.60
inverter	35	131.4	5.579
multi-input combinational	174	1809	76.83
## routing by layer
metal / vias to the layer above / wire length [um] / GRT usage (%)
li1: 720 / - / -
met1: 707 / 1793 / 20.20
met2: 38 / 1571 / 19.92
met3: 0 / 201 / 1.895
met4: 0 / 0 / 0
met5: - / 0 / 0
## logic make-up (layout without fill, tap and decap cells)
family	count (synthesis)	in the layout	synth area share [%]
buffers and inverters	35	67	6.770
adder cells (fa/ha/maj)	69	69	59.19
AND/OR/NAND/NOR	79	79	22.82
XOR/XNOR	10	10	4.513
AND-OR/OR-AND	16	16	6.705
## critical path: cells and delay by family
kind / cells / cell delay (ns)
xor gates and xnor gates: 1 / 0.14
adders and majority gates: 5 / 2.43
AOI/OAI and AO/OA: 2 / 0.46
and+or+nand+nor: 3 / 0.60
buffers and inverters: 6 / 1.20
Power and IR drop assume default switching activity.
